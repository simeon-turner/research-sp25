`flow/run.sh`:
```
#!/bin/bash
# OpenROAD 26Q1-2900-gdf79404cd8, Yosys 0.63+post, stock flow scripts
make -C /OpenROAD-flow-scripts/flow DESIGN_CONFIG=/design/flow/config.mk WORK_HOME=/design/flow/orfs finish
```
`flow/config.mk`:
```
export PLATFORM = sky130hd
export DESIGN_NAME = seq_mem_4port
export DESIGN_NICKNAME = seq_mem_4port
export VERILOG_FILES = /design/flow/design.v
export SDC_FILE = /design/flow/constraint.sdc
export NUM_CORES = 4
export LEC_CHECK = 1
export CORE_UTILIZATION = 30
```
`flow/design.v`:
```
module seq_mem_4port
#(
  parameter WIDTH = 32,
  parameter SIZE = 16,
  parameter IDX_SIZE = 4
) (
  input  wire logic                clk,
  input  wire logic                clk2x,
  input  wire logic                reset,
  input  wire logic [IDX_SIZE-1:0] port0_addr,
  input  wire logic [IDX_SIZE-1:0] port1_addr,
  input  wire logic [IDX_SIZE-1:0] port2_addr,
  input  wire logic [IDX_SIZE-1:0] port3_addr,
  input  wire logic                port0_en,
  input  wire logic                port1_en,
  input  wire logic                port2_en,
  input  wire logic                port3_en,
  output      logic                port0_done,
  output      logic                port1_done,
  output      logic                port2_done,
  output      logic                port3_done,
  output      logic [ WIDTH-1:0] port0_read_data,
  output      logic [ WIDTH-1:0] port1_read_data,
  output      logic [ WIDTH-1:0] port2_read_data,
  output      logic [ WIDTH-1:0] port3_read_data,
  input  wire logic [ WIDTH-1:0] port0_write_data,
  input  wire logic [ WIDTH-1:0] port1_write_data,
  input  wire logic [ WIDTH-1:0] port2_write_data,
  input  wire logic [ WIDTH-1:0] port3_write_data,
  input  wire logic              port0_we,
  input  wire logic              port1_we,
  input  wire logic              port2_we,
  input  wire logic              port3_we
);
  logic [WIDTH-1:0] mem[SIZE-1:0];
  logic  content_en[0:3];
  logic  done[0:3];
  assign content_en[0] = port0_en;
  assign content_en[1] = port1_en;
  assign content_en[2] = port2_en;
  assign content_en[3] = port3_en;
  assign port0_done    = done[0];
  assign port1_done    = done[1];
  assign port2_done    = done[2];
  assign port3_done    = done[3];
  logic [IDX_SIZE-1:0] addr[0:3];
  logic [WIDTH-1:0]    read_out[0:3];
  assign addr_buffer1[0] = port0_addr;
  assign addr_buffer1[1] = port1_addr;
  assign addr_buffer1[2] = port2_addr;
  assign addr_buffer1[3] = port3_addr;
  assign port0_read_data = read_out[0];
  assign port1_read_data = read_out[1];
  assign port2_read_data = read_out[2];
  assign port3_read_data = read_out[3];
  logic             write_en[0:3];
  logic [WIDTH-1:0] write_data[0:3];
  assign write_data[0] = port0_write_data;
  assign write_data[1] = port1_write_data;
  assign write_data[2] = port2_write_data;
  assign write_data[3] = port3_write_data;
  assign write_en[0]   = port0_we;
  assign write_en[1]   = port1_we;
  assign write_en[2]   = port2_we;
  assign write_en[3]   = port3_we;
  logic [IDX_SIZE-1:0] addr_buffer1[0:3];
  logic [IDX_SIZE-1:0] addr_buffer2[0:3];
  logic [IDX_SIZE-1:0] addr_buffer3[0:3];
  logic [IDX_SIZE-1:0] addr_buffer4[0:3];
  logic [WIDTH-1:0]    read_buffer1[0:3];
  logic [WIDTH-1:0]    read_buffer2[0:3];
  logic [WIDTH-1:0]    read_buffer3[0:3];
  logic [WIDTH-1:0]    read_buffer4[0:3];
  logic                write_val1[0:3];
  logic                write_val2[0:3];
  logic                write_val3[0:3];
  logic                write_val4[0:3];
  logic [WIDTH-1:0]    write_buffer1[0:3];
  logic [WIDTH-1:0]    write_buffer2[0:3];
  logic [WIDTH-1:0]    write_buffer3[0:3];
  logic [WIDTH-1:0]    write_buffer4[0:3];
  always_ff @(posedge clk) begin
    for (int i = 0; i < 4; i=i+1) begin
      addr_buffer2[i] <= addr_buffer1[i];
      addr_buffer3[i] <= addr_buffer2[i];
      addr_buffer4[i] <= addr_buffer3[i];
      addr[i]         <= addr_buffer4[i];
    end
  end
  always_ff @(posedge clk) begin
    for (int i = 0; i < 4; i=i+1) begin
      if (reset) begin
        read_buffer1[i] <= '0;
        read_buffer2[i] <= '0;
        read_buffer3[i] <= '0;
        read_buffer4[i] <= '0;
        read_out[i]     <= '0;
      end else begin
        if (content_en[i] && !write_en[i]) begin
          read_buffer1[i] <= mem[addr_buffer1[i]];
        end else if (content_en[i] && write_en[i]) begin
          read_buffer1[i] <= 'x;
        end else begin
          read_buffer1[i] <= read_buffer1[i];
        end
        read_buffer2[i] <= read_buffer1[i];
        read_buffer3[i] <= read_buffer2[i];
        read_buffer4[i] <= read_buffer3[i];
        read_out[i]     <= read_buffer4[i];
      end
    end
  end
  always_ff @(posedge clk) begin
    for (int i = 0; i < 4; i=i+1) begin
      write_buffer1[i] <= write_data[i];
      write_buffer2[i] <= write_buffer1[i];
      write_buffer3[i] <= write_buffer2[i];
      write_buffer4[i] <= write_buffer3[i];
      write_val1[i]    <= !reset && content_en[i] && write_en[i];
      write_val2[i]    <= write_val1[i];
      write_val3[i]    <= write_val2[i];
      write_val4[i]    <= write_val3[i];
      if (write_val4[i])
        mem[addr[i]] <= write_buffer4[i];
    end
  end
  always_ff @(posedge clk) begin
    for (int i = 0; i < 4; i=i+1) begin
      if (reset)
        done[i] <= '0;
      else if (content_en[i])
        done[i] <= '1;
      else
        done[i] <= '0;
    end
  end
endmodule
```
`flow/constraint.sdc`:
```
current_design seq_mem_4port

set clk_period 7.8
set clk_io_pct 0.2

create_clock -name clk0 -period $clk_period [get_ports {clk}]

set non_clock_inputs [all_inputs -no_clocks]
set_input_delay [expr $clk_period * $clk_io_pct] -clock clk0 $non_clock_inputs
set_output_delay [expr $clk_period * $clk_io_pct] -clock clk0 [all_outputs]
```
==> run notes <==
run results: fraction of registers with async set/reset 0%, Worst Path Buf+Inv 4, CTS HTree Levels 4, row count 187, post-DR vias/cell 5.82, hold violation count in the final report 0, pin count of the biggest net entering global routing 132, die area 265000 sq um, GR Layer Usage met1 33.8%, Slew headroom 7.70%, Crit path arrival time 4.69 ns, critical path's largest stage delay 0.84 ns, Vias 68500, first-pass GRT wire length 517000 um, Slowest-stage cell, CP and3b_2, GPL Wtd Cong 1.04, Mapped Area 78900 sq um, Req. time, crit path 8.32 ns, root buffer selected by CTS clkbuf_16, DR DRC count 0, chip width 515 um, # hold bufs at CTS 0, critical path class reg -> reg, Tcrit/Tclk final 53.4%, post-placement cell count 11400, wire per inst 32.1 um, Reg clk slew, reported paths 0.06 ns, status complete, no violations, 1st-pass router iterations 8, register area share after synthesis 50.9%, synthesis-to-layout area growth 16.6%, Max Slew Vio Count 0, OpenROAD warnings 31, PostCTS Resize Cnt 0, vias in the first global route 66300, I/O pins 287, Sink Count 1748, clk latency of the worst-skew pair 0.91 ns, RSZ-0062 raised after global routing no, Setup Viol. Count Final 0, Total Routed Length 378000 um, global-route usage over all layers 29.0%, gr busiest metal met2, area reported by Yosys stat 78900 sq um, CP startpoint kind flip-flop, Setup Total Neg Slack 0 ns, Worst Path Max Fanout 27, Synth Instances 8189, Antenna Nets Post-Route 0, met2 Use GR 36.8%, Final Skew 0.0831 ns, Post-synth top flop dfxtp_1, CTS tree yes, met3 usage 21.5%, Leak 36.5 nW, Max rail drop VDD 0.000281 V, input/output buffers 285, fin area 91900 sq um, hpwl dp 229000 um, max frequency 240 MHz, ys cells 8189, Avg Cell Area, Syn 9.63 sq um, cts bufs inserted 195, # Post-CTS Setup Buffers 0, worst hold path class reg -> reg, worst-margin pin slew 1.38 ns, Starting Density 30.3%, cell with the most instances after synthesis dfxtp_1, Die H 515 um, non-filler instance count after layout 11800, Max Root-Sink Buffers 3, core area 260000 sq um, Netlist cell types 37, fin crit period 4.17 ns, Crit. End Element flip-flop, cell repeated most along the worst path buf_4, Max-Cap Viols 0, top cells by count, synth dfxtp_1 (1236), mux2i_1 (1024), nand2_1 (936), share of post-route cells with drive strength above 1 8.39%, Critical Path, Cell by Cell and3b_2, buf_4, buf_4, nand2_1, buf_4, nand3_1, buf_4, Yosys Warn Count 23, Top Family by Delay on Critical Path buffers and inverters, Yosys reg bits 1748, initial antenna violation count 37, Util after Layout 35.3%, DP Area 85000 sq um, post-synth top area share 31.4%, cell type with the largest total area dfxtp_1, number of synthesized flops with an enable pin 512, pwr dens 234 nW/um^2, Overall Power 21.5 mW, total grt overflow 0, top cells by area dfxtp_1 (31%), edfxtp_1 (19%), mux2i_1 (13%), a211oi_1 (4.9%), nand2_1 (4.5%), Initial DRC Count 7442
## kinds of logic after synthesis
| family | after synthesis | synth area share, % |
|---|---|---|
| AND/OR/NAND/NOR | 2513 | 16.2 |
| multiplexers | 1024 | 13.0 |
| AND-OR/OR-AND | 2029 | 15.4 |
| buffers and inverters | 875 | 4.51 |
| flip-flops | 1748 | 50.9 |
## power breakdown
part           switching [mW]  internal (mW)  total [mW]
Combinational            1.06          0.624        1.68
Sequential              0.454           9.74        10.2
Clock                    4.07           5.52        9.60
## cell usage in the layout (no fill, tap or decap), drive strengths merged, types with 268 or more instances in the layout
master | synthesis | final
and3 | 516 | 516
buf | 212 | 271
edfxtp | 512 | 512
nand3 | 409 | 409
a21oi | 268 | 268
clkbuf | 663 | 274
o21ai | 960 | 960
nand2 | 936 | 936
a211oi | 512 | 512
clkdlybuf4s50 | 0 | 280
mux2i | 1024 | 1024
nor2b | 530 | 530
dfxtp | 1236 | 1236
## through the flow
stage	hold WS, ns	worst slack [ns]
after floorplan	0.310	5.11
after global placement	0.310	3.15
after detailed placement	0.312	3.13
after CTS	0.316	4.07
after global routing	0.325	3.75
final	0.307	3.63
## worst register-to-register path, delay by kind of cell, from the launching register on
family | cells | cell delay, ns
buffers and inverters | 4 | 1.84
AND/OR/NAND/NOR | 3 | 1.25
flip-flops | 1 | 0.73
## final timing paths
path                                          from                 end  slack, ns  cells past startpoint
worst min register to register  addr_buffer2[2][1]  addr_buffer3[2][1]       0.31                      0
worst min-delay path            addr_buffer2[2][1]  addr_buffer3[2][1]       0.31                      0
worst max-delay path                 write_val4[1]         mem[11][22]       3.63                      7
worst max register to register       write_val4[1]         mem[11][22]       3.63                      7
## flip-flops by register name (all words and copies together), names as in the netlist, 16 cells and up
name,flops
addr,16
addr_buffer2,16
addr_buffer3,16
addr_buffer4,16
mem,512
read_buffer1,128
read_buffer2,128
read_buffer3,128
read_buffer4,128
read_out,128
write_buffer1,128
write_buffer2,128
write_buffer3,128
write_buffer4,128
## layer usage
layer	up-vias	part of all wire, %
li1	29200	-
met1	31300	36
met2	5857	38
met3	2031	18
met4	86	7.6
met5	-	0.88
## cell type report
class / count / area (sq um)
Tap cell: 3496 / 4370
Multi-Input combinational cell: 5566 / 35500
Clock buffer: 274 / 5800
Antenna cell: 42 / 105
Sequential cell: 1748 / 40100
Timing Repair Buffer: 551 / 5010
Clock inverter: 89 / 1030
Fill cell: 25300 / 168000
Power figures rest on the tool's default switching activity, not on a simulated workload.
