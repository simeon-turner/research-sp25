**flow/design.v**
```verilog
`timescale 1ns/1ps
module DoublePumpAdpt #(
    ADDR_WIDTH = 32,
    DATA_WIDTH = 32,
    REQ1X_NREGS = 0,
    REQ2X_NREGS = 0,
    RESP1X_NREGS = 0,
    RESP2X_NREGS = 0,
    CORE_RD_LATENCY = 1,
    INITAL_PHASE = 1'b0
) (
    clk2x, reset2x,
    addr, data_wr, data_rd, en, we,
    clk1x, reset1x,
    addr_0, data_wr_0, data_rd_0, en_0, we_0,
    addr_1, data_wr_1, data_rd_1, en_1, we_1
);
input wire clk2x, reset2x;
output wire [ADDR_WIDTH-1:0] addr;
output wire [DATA_WIDTH-1:0] data_wr;
input wire [DATA_WIDTH-1:0] data_rd;
output wire en, we;
input wire clk1x, reset1x;
input wire [ADDR_WIDTH-1:0] addr_0, addr_1;
input wire [DATA_WIDTH-1:0] data_wr_0, data_wr_1;
output wire [DATA_WIDTH-1:0] data_rd_0, data_rd_1;
input wire en_0, we_0, en_1, we_1;
reg phase;
always @(posedge clk2x) begin
    if (reset2x) phase <= INITAL_PHASE;
    else phase <= ~phase;
end
genvar m;
reg [ADDR_WIDTH-1:0] addr_0_req1x_pipe [0:REQ1X_NREGS];
reg [DATA_WIDTH-1:0] data_wr_0_req1x_pipe [0:REQ1X_NREGS];
reg en_0_req1x_pipe [0:REQ1X_NREGS];
reg we_0_req1x_pipe [0:REQ1X_NREGS];
reg [ADDR_WIDTH-1:0] addr_1_req1x_pipe [0:REQ1X_NREGS];
reg [DATA_WIDTH-1:0] data_wr_1_req1x_pipe [0:REQ1X_NREGS];
reg en_1_req1x_pipe [0:REQ1X_NREGS];
reg we_1_req1x_pipe [0:REQ1X_NREGS];
genvar p;
reg [ADDR_WIDTH-1:0] addr_req2x_pipe [0:REQ2X_NREGS];
reg [DATA_WIDTH-1:0] data_wr_req2x_pipe [0:REQ2X_NREGS];
reg en_req2x_pipe [0:REQ2X_NREGS];
reg we_req2x_pipe [0:REQ2X_NREGS];
always @(*) begin
    addr_0_req1x_pipe[0] = addr_0;
    data_wr_0_req1x_pipe[0] = data_wr_0;
    en_0_req1x_pipe[0] = en_0;
    we_0_req1x_pipe[0] = we_0;
    addr_1_req1x_pipe[0] = addr_1;
    data_wr_1_req1x_pipe[0] = data_wr_1;
    en_1_req1x_pipe[0] = en_1;
    we_1_req1x_pipe[0] = we_1;
end
generate
    for (m = 0; m < REQ1X_NREGS; m = m + 1) begin : req1x_pipe
        always @(posedge clk1x) begin
            addr_0_req1x_pipe[m+1] <= addr_0_req1x_pipe[m];
            data_wr_0_req1x_pipe[m+1] <= data_wr_0_req1x_pipe[m];
            en_0_req1x_pipe[m+1] <= en_0_req1x_pipe[m];
            we_0_req1x_pipe[m+1] <= we_0_req1x_pipe[m];
            addr_1_req1x_pipe[m+1] <= addr_1_req1x_pipe[m];
            data_wr_1_req1x_pipe[m+1] <= data_wr_1_req1x_pipe[m];
            en_1_req1x_pipe[m+1] <= en_1_req1x_pipe[m];
            we_1_req1x_pipe[m+1] <= we_1_req1x_pipe[m];
        end
    end
endgenerate
always @(*) begin
    if (phase) begin
        addr_req2x_pipe[0] = addr_1_req1x_pipe[REQ1X_NREGS];
        data_wr_req2x_pipe[0] = data_wr_1_req1x_pipe[REQ1X_NREGS];
        en_req2x_pipe[0] = en_1_req1x_pipe[REQ1X_NREGS];
        we_req2x_pipe[0] = we_1_req1x_pipe[REQ1X_NREGS];
    end else begin
        addr_req2x_pipe[0] = addr_0_req1x_pipe[REQ1X_NREGS];
        data_wr_req2x_pipe[0] = data_wr_0_req1x_pipe[REQ1X_NREGS];
        en_req2x_pipe[0] = en_0_req1x_pipe[REQ1X_NREGS];
        we_req2x_pipe[0] = we_0_req1x_pipe[REQ1X_NREGS];
    end
end
generate
    for (p = 0; p < REQ2X_NREGS; p = p + 1) begin : req2x_pipe
        always @(posedge clk2x) begin
            addr_req2x_pipe[p+1] <= addr_req2x_pipe[p];
            data_wr_req2x_pipe[p+1] <= data_wr_req2x_pipe[p];
            en_req2x_pipe[p+1] <= en_req2x_pipe[p];
            we_req2x_pipe[p+1] <= we_req2x_pipe[p];
        end
    end
endgenerate
assign addr = addr_req2x_pipe[REQ2X_NREGS];
assign data_wr = data_wr_req2x_pipe[REQ2X_NREGS];
assign en = en_req2x_pipe[REQ2X_NREGS];
assign we = we_req2x_pipe[REQ2X_NREGS];
genvar q;
reg [DATA_WIDTH-1:0] data_rd_resp2x_pipe [0:RESP2X_NREGS];
genvar n;
reg [DATA_WIDTH-1:0] data_rd_0_resp1x_pipe [0:RESP1X_NREGS];
reg [DATA_WIDTH-1:0] data_rd_1_resp1x_pipe [0:RESP1X_NREGS];
always @(*) begin
    data_rd_resp2x_pipe[0] = data_rd;
end
generate
    for (q = 0; q < RESP2X_NREGS; q = q + 1) begin : resp2x_pipe
        always @(posedge clk2x) begin
            data_rd_resp2x_pipe[q+1] <= data_rd_resp2x_pipe[q];
        end
    end
endgenerate
reg [DATA_WIDTH-1:0] dcdc_intermediate_0, dcdc_intermediate_1;
generate
    if ( (REQ2X_NREGS + CORE_RD_LATENCY + RESP2X_NREGS) % 2 == 0 ) begin  
        always @(posedge clk2x) begin
            dcdc_intermediate_0 <= data_rd_resp2x_pipe[RESP2X_NREGS];
        end
        always @(posedge clk1x) begin
            data_rd_0_resp1x_pipe[0] <= dcdc_intermediate_0;
        end
        always @(*) begin
            dcdc_intermediate_1 = data_rd_resp2x_pipe[RESP2X_NREGS];
        end
        always @(posedge clk1x) begin
            data_rd_1_resp1x_pipe[0] <= dcdc_intermediate_1;
        end
    end else begin  
        always @(*) begin
            dcdc_intermediate_0 = data_rd_resp2x_pipe[RESP2X_NREGS];
        end
        always @(posedge clk1x) begin
            data_rd_0_resp1x_pipe[0] <= dcdc_intermediate_0;
        end
        always @(posedge clk2x) begin
            dcdc_intermediate_1 <= data_rd_resp2x_pipe[RESP2X_NREGS];
        end
        always @(*) begin
            if (phase) begin
                data_rd_1_resp1x_pipe[0] = dcdc_intermediate_1;
            end
            else begin
                data_rd_1_resp1x_pipe[0] = data_rd_resp2x_pipe[RESP2X_NREGS];
            end
        end
    end
endgenerate
generate
    for (n = 0; n < RESP1X_NREGS; n = n + 1) begin : resp1x_pipe
        always @(posedge clk1x) begin
            data_rd_0_resp1x_pipe[n+1] <= data_rd_0_resp1x_pipe[n];
            data_rd_1_resp1x_pipe[n+1] <= data_rd_1_resp1x_pipe[n];
        end
    end
endgenerate
assign data_rd_0 = data_rd_0_resp1x_pipe[RESP1X_NREGS];
assign data_rd_1 = data_rd_1_resp1x_pipe[RESP1X_NREGS];
endmodule
```
**flow/run.sh**
```bash
#!/bin/bash
# OpenROAD 26Q1-2900-gdf79404cd8, Yosys 0.63+post, stock flow scripts
make -C /OpenROAD-flow-scripts/flow DESIGN_CONFIG=/design/flow/config.mk WORK_HOME=/design/flow/orfs finish
```
**flow/config.mk**
```make
export PLATFORM = sky130hd
export DESIGN_NAME = DoublePumpAdpt
export DESIGN_NICKNAME = DoublePumpAdpt
export VERILOG_FILES = /design/flow/design.v
export SDC_FILE = /design/flow/constraint.sdc
export NUM_CORES = 4
export LEC_CHECK = 1
export CORE_AREA = 10 10 131 131
export DIE_AREA = 0 0 141 141
```
**flow/constraint.sdc**
```tcl
current_design DoublePumpAdpt

set clk_period 7.3
set clk_io_pct 0.2

create_clock -name clk0 -period $clk_period [get_ports {clk1x}]
create_clock -name clk1 -period $clk_period [get_ports {clk2x}]

set non_clock_inputs [all_inputs -no_clocks]
set_input_delay [expr $clk_period * $clk_io_pct] -clock clk0 $non_clock_inputs
set_output_delay [expr $clk_period * $clk_io_pct] -clock clk0 [all_outputs]
```
==> impl_metrics.tcl <==
# collected from the flow reports
set metrics [dict create \
    hold_ws_ns 1.20 \
    cp.arrival_ns 2.64 \
    outcome "finished clean" \
    die_h_microns 141 \
    finalSetupViolations 0 \
    relSlewSlack 0.506 \
    cp_data_required_time_ns 5.84 \
    clk_pin_slew_ns 0.06 \
    drive_gt1_frac 0.244 \
    grt_max_degree 52 \
    ys_cells 175 \
    crit_path_start_kind "primary input" \
    crit_end "data_rd_1[27]" \
    postSynthSeqShare 0.517 \
    finalClockSkew_ns 0 \
    placedInstanceArea_sq_um 5640 \
    drc_errors 0 \
    min_path_type "reg -> reg" \
    ys_types 6 \
    cts_resized 0 \
    end_kind "primary output" \
    hold_buffers 0 \
    core-area_sq_um 14400 \
    max_cap_viol_count 0 \
    tightest_slew_ns 0.741 \
    diodes 0 \
    ys_top_cells_by_count "89 x mux2_2, 65 x dfxtp_1, 9 x mux2_4" \
    async_reset_ff_frac 0 \
    wl_mm 12.0 \
    fin_util 0.417 \
    cts_sinks 65 \
    fin_area_sq_um 6010 \
    crit_family "buffers and inverters" \
    irDropWorstVdd_mv 0.213 \
    slew_violations 0 \
    synth-main-ff-cell "dfxtp_1" \
    grt_pass1_vias 2776 \
    most_common_cell "mux2_2" \
    place_inst 644 \
    grt_pass1_wl_mm 17.8 \
    criticalPathCategory "in -> out" \
    cellLeakagePower_nw 2.30 \
    crit_chain "clkdlybuf4s50_1 -> mux2_2 -> clkdlybuf4s50_1" \
    fin_ws_ns 3.20 \
    setup_tns_ns 0 \
    r2r_cells 2 \
    r2r-end "phase$_SDFF_PP0_" \
    rrSetupSlack_ns 5.59 \
    grt_use_total 0.115 \
    hpwl_mm 10.0 \
    fillCellCount 1330 \
    yosys_warnings 16 \
    cpMaxStageDelayCell "clkdlybuf4s50_1" \
    floorplan.core_util 0.174 \
    finalNonFillerCells 660 \
    num_rows 44 \
    synth_top_area_share 0.517 \
    grt_overflow 0 \
    first_iter_violations 21 \
    cts_tree "done" \
    warnings 27 \
    dp_slack_ns 3.20 \
    timing.rr.start "phase$_SDFF_PP0_" \
    wire_per_inst_microns 18.2 \
    antenna_found_initial 0 \
    slowest_delay_ns 0.46 \
    crit_start "data_rd[27]" \
    syn_area_per_cell_sq_um 14.4 \
    die_x_microns 141 \
    largest_area_cell "dfxtp_1" \
    postCtsSetupBuffers 0 \
    p_total_mw 1.19 \
    rsz0062_at_grt "false" \
    edf_count 0 \
    path_depth 3 \
    synthCells 175 \
    io_buffer_count 295 \
    gp_congestion 0.818 \
    path_buffers 2 \
    floorplan.die_area_sq_um 19900 \
    area_delta_synth_final_pct 139 \
    path_max_fanout 3 \
    via_count 2547 \
    hold_viol 0 \
    boundaryPins 298 \
    first_pass_iters 3 \
    power.density_nw_per_um2 198 \
    vias_per_cell 3.86 \
    cpMostUsedCell "clkdlybuf4s50_1" \
    ys_area_sq_um 2520 \
    ys.flops 65 \
    synth_area_sq_um 2520 \
    top_cells_by_area "dfxtp_1 52%, mux2_2 40%, mux2_4 5.4%" \
    postRouteAntennaNets 0 \
]
## metal layers
layer,part of all wire,GRT usage
met4,0.018,0.0185
met5,0,0
met2,0.46,0.182
met1,0.37,0.130
met3,0.15,0.0733
## how the worst min path moves through the flow
| stage | endpoint | depth (start not counted) | from | slack (ns) |
|---|---|---|---|---|
| 4_1_cts | phase$_SDFF_PP0_ | 2 | phase$_SDFF_PP0_ | 1.25 |
| 5_1_grt | phase$_SDFF_PP0_ | 2 | phase$_SDFF_PP0_ | 1.29 |
| 6_report | phase$_SDFF_PP0_ | 2 | phase$_SDFF_PP0_ | 1.20 |
## layout make-up
type                    instances  area (sq um)  share of cell area
clock buffers                  12           278              0.0462
clock inverters                 4          98.8              0.0164
multi-input cells              99          1140               0.190
flip-flops and latches         65          1310               0.217
well taps                     184           230              0.0383
repair buffers                296          2960               0.492
## state kept, by name (all words and copies together), names as in the netlist
register               count
dcdc_intermediate_1       32
data_rd_0_resp1x_pipe     32
phase                      1
## worst min-delay path, delay by kind of cell (launching register included)
family | cells | cell delay [ns]
buf+inv | 1 | 0.42
flops | 1 | 0.52
simple gates | 1 | 0.17
## power breakdown
| group | internal (mW) | switching (mW) |
|---|---|---|
| sequential | 0.374 | 0.0106 |
| combinational | 0.212 | 0.0494 |
| clock | 0.377 | 0.167 |
| total | 0.962 | 0.227 |
## cells by family (layout without fill, tap and decap cells)
family | count (synthesis) | in the layout | synth area share
and+or+nand+nor | 1 | 1 | 0.00149
buffers and inverters | 11 | 312 | 0.0293
DFF | 65 | 65 | 0.517
muxes | 98 | 98 | 0.452
## cells in the final DEF (no fill, tap or decap), drive strengths merged
cell type,count
mux2,98
inv,1
nor2,1
clkdlybuf4s50,295
clkbuf,12
buf,1
bufinv,3
dfxtp,65
Power and IR drop assume default switching activity.
